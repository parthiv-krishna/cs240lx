<file path="./constraint.sdc">
current_design shifter

set clk_period 4.5
set clk_io_pct 0.2

create_clock -name clk0 -period $clk_period

set non_clock_inputs [all_inputs -no_clocks]
set_input_delay [expr $clk_period * $clk_io_pct] -clock clk0 $non_clock_inputs
set_output_delay [expr $clk_period * $clk_io_pct] -clock clk0 [all_outputs]
</file>
<file path="./run.sh">
#!/bin/bash
# OpenROAD 26Q1-2900-gdf79404cd8, Yosys 0.63+post, stock flow scripts
make -C /OpenROAD-flow-scripts/flow DESIGN_CONFIG=/design/flow/config.mk WORK_HOME=/design/flow/orfs finish
</file>
<file path="./config.mk">
export PLATFORM = sky130hd
export DESIGN_NAME = shifter
export DESIGN_NICKNAME = shifter
export VERILOG_FILES = /design/flow/design.v
export SDC_FILE = /design/flow/constraint.sdc
export NUM_CORES = 4
export LEC_CHECK = 1
export CORE_UTILIZATION = 30
</file>
<file path="./design.v">
module shifter
    (
        input logic [31:0] in,
        input logic [4:0] shift,
        input logic right,
        output logic [31:0] out
    );
    wire [31:0] intermediate[5:0];
    wire [31:0] zero = 32'd0;
    assign intermediate[0] = in;
    assign out = intermediate[5];
    generate
        genvar i;
        for (i = 0; i <= 4; i = i + 1) begin
            logic [31:0] left_shift = {intermediate[i][(31 - (2 ** i)):0], zero[(2 ** i) - 1:0]};
            logic [31:0] right_shift = {zero[(2 ** i) - 1:0], intermediate[i][31:(2 ** i)]};
            mux32 mux(
                .a(right ? right_shift : left_shift),
                .b({intermediate[i]}),
                .sel(shift[i]),
                .out({intermediate[i + 1]})
            );
        end
    endgenerate
endmodule
module mux32
    (
        input logic [31:0] a,
        input logic [31:0] b,
        input logic sel,
        output logic [31:0] out
    );
    assign out = sel ? a : b;
endmodule
</file>
==> impl_metrics.csv <==
group,metric,value,unit
placement,io_buffers,70,
critical_path,cp_max_fo,7,
synthesis,synth_top_area_share,0.171,
detailed_routing,n_antenna_cell,0,
final_timing,worstMarginPinSlew,0.803,ns
synthesis,ys_sh_xor,0,
detailed_routing,wire_per_inst,25.0,µm
flow_run,warnings,32,
die,chipHeight,120,µm
final_timing,drv_slew,0,
placement,place_hpwl,17500,µm
final_timing,maxSlewHeadroom,0.463,
synthesis,yosysChipArea,4210,µm²
detailed_routing,drc,0,
final_timing,post-route-period-util,0.978,
synthesis,yosysCellCount,628,
grt,grt_pass1_wl,34000,µm
die,initial_core_util,0.313,
placement,place_congestion,1.04,
synthesis,simple_gate_share,0.227,
synthesis,ys_types,67,
critical_path,critPathArrivalTime,3.50,ns
worst_hold_path,hp-class,"input port to output pin",
final_timing,finalSetupViolCount,0,
cells_and_area,lay_top_count,"nor2_1",
grt,grt_use_total,0.313,
final_timing,fin_ws,0.0975,ns
critical_path,critPathKind,"input port to output pin",
outcome,status,"finished, final reports clean",
critical_path,cp-start-kind,"input port",
synthesis,netlist_area,4210,µm²
flow_run,cap_violations,0,
synthesis,ys_sh_mux,0.231,
die,dieWidth,120,µm
synthesis,yosys_warnings,1,
cells_and_area,n_clock_buffer,0,
detailed_routing,ant_nets,0,
detailed_routing,dr.first_iter.drc_count,661,
grt,grt_pass1_vias,5499,
synthesis,synthTopLogicFamily,"AND-OR/OR-AND gates",
cells_and_area,drive_gt1_frac,0.186,
die,die_area,14500,µm²
grt,overflow,0,
final_timing,period_minus_slack,4.40,ns
detailed_routing,avgViaCountPerCell,6.45,
final_timing,rsz0062_at_grt,"no",
clock_tree,holdBufCountCts,0,
synthesis,synthAoiAreaFrac,0.440,
final_timing,setup_tns,0,ns
pwr,max-vdd-ir-drop,0.0000437,V
pwr,power_density,132,nW/µm²
pwr,p_leak,2.12,nW
die,boundaryPins,70,
grt,grt_max_degree,50,
synthesis,yosys.area.top_type,"mux2i_1",
critical_path,cp-end-kind,"output pin",
cells_and_area,seq_cell_count,0,
cells_and_area,seqCellArea,0,µm²
detailed_routing,dr.pass1.iters,5,
synthesis,synthCells,628,
synthesis,syn_avg_cell_area,6.71,µm²
die,rows,42,
final_timing,finalHoldViolCount,0,
detailed_routing,drt-total-wl,22300,µm
final_timing,fmaxAchievable,0.227,GHz
detailed_routing,vias,5753,
synthesis,area_leaders,"mux2i_1, nor2_1, a21oi_1",
cells_and_area,layout_top_cells,"nor2_1, buf_4, mux2i_1, clkdlybuf4s50_1, nand2_1",
cells_and_area,area_growth,27.8,%
synthesis,yosys.stat.seqShare,0,
die,core,13500,µm²
placement,place_ws,0.0854,ns
critical_path,cp.required,3.60,ns
grt,antenna_found_initial,0,
synthesis,synth_adder_area_share,0,
## cell type report
type	count	area [µm²]
multi-input cells	556	3800
fillers	1462	8070
inverters	8	30.0
well taps	176	220
repair buffers	152	1340
## cell families (layout without fill, tap and decap cells)
kind of cell	Yosys count	count (layout)
compound gates	255	255
buf+inv	72	160
mux	88	88
simple gates	213	213
## worst max-delay path, cell delays in order
cell and delay, ns:
clkdlybuf4s50_1 0.57, mux4_2 0.54, mux2_2 0.27, o22ai_1 0.34
mux2i_1 0.14, a221o_1 0.33, clkdlybuf4s50_1 0.41
## stage by stage
| step | hold slack, ns | util | power [W] | area (µm²) | instances |
|---|---|---|---|---|---|
| finish | 2.63 | 0.400 | 0.000711 | 5380 | 892 |
| global route | 2.69 | 0.400 | 0.000753 | 5380 | 892 |
| CTS | 2.62 | 0.399 | 0.000694 | 5370 | 892 |
| detailed placement | 2.62 | 0.399 | 0.000690 | 5370 | 892 |
| global placement | 2.64 | 0.399 | 0.000697 | 5370 | 892 |
| floorplan | 2.03 | - | 0.000381 | 4210 | 628 |
## synthesized netlist by cell type, types with 4 or more instances
cell type / instances
or3_1: 4
o32ai_1: 6
mux2i_1: 72
a311oi_1: 4
nor2_1: 93
and2_1: 7
a211o_1: 7
o31ai_1: 4
a31oi_1: 12
nand2b_1: 9
o21ai_0: 39
a21o_1: 9
nor3_1: 18
a21oi_1: 42
a211oi_1: 22
a221o_1: 4
o221ai_1: 6
inv_1: 8
buf_6: 15
nand3_1: 14
nand2_1: 49
a211oi_2: 11
mux4_2: 6
o22ai_1: 31
nor2b_1: 5
buf_4: 4
buf_2: 16
o211ai_1: 11
clkbuf_1: 27
mux2_2: 9
o211a_1: 4
## final timing paths
kind / from / slack (ns) / cells past startpoint / endpoint
max: in[15] / 0.1 / 7 / out[24]
min: shift[2] / 2.63 / 4 / out[2]
## power breakdown
group	total, W	switching [W]	internal, W
Sequential	0	0	0
Clock	0	0	0
Combinational	0.000711	0.000404	0.000307
Total	0.000711	0.000404	0.000307
## routing by layer
| metal | vias up | routed length [µm] | global-route usage |
|---|---|---|---|
| li1 | 2626 | - | - |
| met1 | 2738 | 9170 | 0.429 |
| met2 | 329 | 9980 | 0.487 |
| met3 | 60 | 1950 | 0.0482 |
| met4 | 0 | 1160 | 0.134 |
| met5 | - | 0 | 0 |
## timing repair
action | CTS | global route
buffers inserted | 0 | 0
setup endpoints to repair | 0 | 7
resized | 0 | 4
Power figures rest on the tool's default switching activity, not on a simulated workload.
