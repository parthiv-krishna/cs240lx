File: flow/design.v
module adder
    (
        input logic [31:0] a, b,
        output logic [31:0] sum
    );
    wire [31:0] carry;
    half_adder lsb(
        .a(a[0]),
        .b(b[0]),
        .s(sum[0]),
        .c(carry[0])
    );
    generate
        genvar i;
        for (i = 1; i < 32; i = i + 1) begin
            full_adder bit_u(
                .a(a[i]),
                .b(b[i]),
                .cin(carry[i-1]),
                .s(sum[i]),
                .cout(carry[i])
            );
        end
    endgenerate
endmodule
module half_adder
    (
        input logic a, b,
        output logic c, s
    );
    assign c = a & b;
    assign s = a ^ b;
endmodule
module full_adder
    (
        input logic a, b, cin,
        output logic cout, s
    );
    assign cout = (a & b) | (a & cin) | (b & cin);
    assign s = a ^ b ^ cin;
endmodule
File: flow/run.sh
#!/bin/bash
# OpenROAD 26Q1-2900-gdf79404cd8, Yosys 0.63+post, stock flow scripts
make -C /OpenROAD-flow-scripts/flow DESIGN_CONFIG=/design/flow/config.mk WORK_HOME=/design/flow/orfs finish
File: flow/config.mk
export PLATFORM = sky130hd
export DESIGN_NAME = adder
export DESIGN_NICKNAME = adder
export VERILOG_FILES = /design/flow/design.v
export SDC_FILE = /design/flow/constraint.sdc
export NUM_CORES = 4
export LEC_CHECK = 1
export CORE_AREA = 10 10 112 112
export DIE_AREA = 0 0 122 122
File: flow/constraint.sdc
current_design adder

set clk_period 9.7
set clk_io_pct 0.2

create_clock -name clk0 -period $clk_period

set non_clock_inputs [all_inputs -no_clocks]
set_input_delay [expr $clk_period * $clk_io_pct] -clock clk0 $non_clock_inputs
set_output_delay [expr $clk_period * $clk_io_pct] -clock clk0 [all_outputs]
==> results.toml <==
# physical design summary
[global_route]
grt_max_degree = 2
antenna_found_initial = 0
grt_pass1_wl_um = 5209
grt_pass1_vias = 888
track_usage_pct = 4.574
overflow = 0

[logic_synthesis]
ys_cells = 64
syn_area_um2 = 877.1
mux_share_pct = 0
synth_cell_types = 4
ys_sh_xor_pct = 2.710
ys_seq_share_pct = 0
synthCells = 64
ys_sh_aoi_pct = 0
ys_area_um2 = 877.1
synthAdderAreaFrac_pct = 69.90
simple_gate_share_pct = 0
synthTopLogicFamily = "adder cells"
avgSynthCellArea_um2 = 13.70
ys_warn_count = 0

[pwr]
power_frac_comb_pct = 100.0
p_total_mw = 0.1021
p_clk_share_pct = 0
intPower_mw = 0.07214
seq_power_share_pct = 0
p_per_area_nw_per_um2 = 57.07
p_sw_share_pct = 29.35
p_leak_nw = 0.6149
vdd_ir_drop_max_mv = 0.02233
p_sw_mw = 0.02997

[clock_tree]
ctsResizeCount = 68
cts_setup_buffers = 0
ctsHoldBuffers = 0

[final_timing]
fin_ws_ps = -5139
setup_viol = 16
rsz0062_at_grt = "yes"
relSlewSlack_pct = 89.49
whs_ps = 4521
hold_viol = 0
tightest_slew_ps = 157.2
clock.fmax_mhz = 67.39
fin_crit_ps = 14840
post-route-period-util_pct = 153.0
drv_slew = 0

[setup_path]
cpPeakStageDelay_ps = 370
crit_required_ps = 7760
startpoint = "a[0]"
cp_slowest_cell = "fa_2"
startpoint_type = "input port"
critPathMostFrequentCell = "fa_2"
path_class = "in2out"
end_kind = "output port"
cp.arrival_ps = 12900
cp_max_fo = 1

[layout]
regArea_um2 = 0
flops = 0
clkbuf_count = 0
drive_above_1_share_pct = 39.84
area_growth_syn_to_layout_pct = 104.0

[placement]
gp_congestion = 0.8807
hpwl_um = 3437
port_buffers = 96

[floorplan]
core_area_um2 = 10230
dieArea_um2 = 14880
chipHeight_um = 122
initCoreUtil_pct = 8.573
die_x_um = 122
num_io_pins = 96
rows = 37

[routing]
vias = 700
wl_per_cell_um = 13.30
initialDrtViolationCount = 6
routed_wl_um = 3510
ant_nets = 0
remaining_drc_errors = 0
avgViaCountPerCell = 2.652
diodes = 0
dr.pass1.iters = 2

[job]
openroad.warnings = 35
cap_violations = 0

[run_status]
status = "finished with violations"
violations = "setup timing"

[hold_path]
hp-class = "in2out"
hp-start = "b[0]"
## cells by family after synthesis
| group | after synthesis |
|---|---|
| buffers and inverters | 32 |
| adders and majority gates | 31 |
| xor gates and xnor gates | 1 |
## worst paths after layout
check | end | slack, ps | cells past startpoint
setup / recovery | sum[31] | -5140 | 34
hold / removal | sum[0] | 4520 | 3
## through the flow
step / utilization, % / setup TNS [ps] / worst slack [ps] / cells / cell area [um2]
6_report: 17.49 / -45150 / -5139 / 264 / 1789
4_1_cts: 17.44 / -45820 / -5185 / 264 / 1784
3_5_place_dp: 18.14 / -59130 / -5954 / 264 / 1856
5_1_grt: 17.49 / -49080 / -5438 / 264 / 1789
2_1_floorplan: - / -40380 / -4781 / 64 / 964.7
3_3_place_gp: 18.14 / -58820 / -5927 / 264 / 1856
## cells in the final DEF (no fill, tap or decap)
master,netlist,layout
ha_4,0,1
xor3_1,1,1
clkdlybuf4s15_1,0,1
clkdlybuf4s50_1,0,74
buf_2,0,14
dlymetal6s2s_1,0,1
buf_6,0,5
fa_2,0,30
clkbuf_2,0,1
## power groups by stage
stage     sequential (mW)  combinational, mW  clock [mW]
4_1_cts                 0              0.105           0
5_1_grt                 0              0.118           0
6_report                0              0.102           0
## layout make-up
type                       instances  area [um2]
multi-input combinational         32       724.4
fill                            1122        8442
tap                              136       170.2
timing repair buffer              96       894.6
## cells in the mapped netlist, drive strengths merged
master,number,area [um2]
buf,32,240.2
xor3,1,23.77
ha,1,12.51
fa,30,600.6
## routing by layer
| layer | global-route usage, % | routed length [um] |
|---|---|---|
| met1 | 4.740 | 1184 |
| met2 | 6.729 | 1277 |
| met3 | 4.836 | 1047 |
| met4 | 0 | 0 |
| met5 | 0 | 0 |
## worst max-delay path, delay by kind of cell
kind | cells | cell delay, ps
adders and majority gates | 31 | 10530
buffers and inverters | 2 | 220
xor gates and xnor gates | 1 | 180
Power is estimated from default activity; no workload was simulated.
