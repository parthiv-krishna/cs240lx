==> design.v <==
module counter
    #(
        parameter M = 10
    )
    (
        input  logic clk, rst,
        output logic max_tick
    );
    wire [31:0] count_curr;
    wire [31:0] count_next = (count_curr < M) ? (count_curr + 1) : 0;
    assign max_tick = (count_curr == (M - 1));
    dffr #(32) count(
        .clk(clk),
        .r(rst),
        .d(count_next),
        .q(count_curr)
    );
endmodule
module dff #(parameter WIDTH = 1) (
    input clk,
    input [WIDTH-1:0] d,
    output reg [WIDTH-1:0] q
);
    always @(posedge clk) 
        q <= d;
endmodule
module dffr #(parameter WIDTH = 1) (
    input clk,
    input r,
    input [WIDTH-1:0] d,
    output reg [WIDTH-1:0] q
);
    always @ (posedge clk) 
        if (r) 
            q <= {WIDTH{1'b0}};
        else
            q <= d;
endmodule
module dffre #(parameter WIDTH = 1) (
    input clk,
    input r,
    input en,
    input [WIDTH-1:0] d,
    output reg [WIDTH-1:0] q
);
    always @(posedge clk)
        if (r)
            q <= {WIDTH{1'b0}};
        else if (en)
            q <= d;
        else
            q <= q;
endmodule
module uart_rx
    (
        input logic clk, rst,
        input logic rx,             
        input logic tick,           
        output logic rx_done_tick,  
        output logic [7:0] dout     
    );
    wire [1:0] state_curr;
    reg [1:0] state_next;
    dffre #(2) state_ff (
        .clk(clk),
        .r(rst),
        .en(tick),
        .d(state_next),
        .q(state_curr)
    );
    wire [4-1:0] tick_count_curr;
    wire [4-1:0] tick_count_next = tick_count_curr + 1;
    dffre  #(4) tick_count_ff (
        .clk(clk),
        .r(rst || (state_curr == 2'b00)),
        .en((state_curr != 2'b00) && tick),
        .d(tick_count_next),
        .q(tick_count_curr)
    );
    wire bit_done = (tick_count_curr == {4{1'd1}});
    wire do_sample = (tick_count_curr == 4'd7);
    wire [3:0] bit_count_curr;
    wire [3:0] bit_count_next = (state_curr == 2'b10) ? bit_count_curr + 1 : 0;
    dffre #(4) bit_count_ff (
        .clk(clk),
        .r(rst || (state_curr == 2'b01)),
        .en((state_curr == 2'b10) && bit_done && tick),
        .d(bit_count_next),
        .q(bit_count_curr)
    );
    wire [7:0] dout_next = dout | ({7'b0, rx} << bit_count_curr);
    dffre #(8) dout_ff (
        .clk(clk),
        .r(rst || (state_curr == 2'b01)),
        .en(do_sample),
        .d(dout_next),
        .q(dout)
    );
    always_comb begin
        case (state_curr)
            2'b00: begin
                state_next = rx ? 2'b00 : 2'b01;
            end
            2'b01: begin
                state_next = bit_done ? 2'b10 : 2'b01;
            end
            2'b10: begin
                state_next = (bit_done && bit_count_curr == 7) ? 2'b11 : 2'b10;
            end
            2'b11: begin
                state_next = bit_done ? 2'b00 : 2'b11;
            end
        endcase
    end
    assign rx_done_tick = (state_curr == 2'b11) && do_sample;
endmodule
module uart_top
    (
        input logic clk,
        input logic rst,
        output logic led_r,
        output logic led_g,
        output logic led_b,
        input logic rx,
        output logic tx
    );
    logic tick;
    localparam div = (48 * 1_000_000) / (19200 * 16);
    counter #(.M(div)) baud_generator (
        .clk, .rst(rst),
        .max_tick(tick)
    );
    logic [7:0] rx_data;
    uart_rx rx_unit (
        .clk, .rst(rst),
        .rx(rx), .tick(tick),
        .rx_done_tick(), .dout(rx_data)
    );
    assign led_r = rx_data == 8'd114;  
    assign led_g = rx_data == 8'd103;  
    assign led_b = rx_data == 8'd98;   
endmodule
==> run.sh <==
#!/bin/bash
# OpenROAD 26Q1-2900-gdf79404cd8, Yosys 0.63+post, stock flow scripts
make -C /OpenROAD-flow-scripts/flow DESIGN_CONFIG=/design/flow/config.mk WORK_HOME=/design/flow/orfs finish
==> config.mk <==
export PLATFORM = sky130hd
export DESIGN_NAME = uart_top
export DESIGN_NICKNAME = uart_top
export VERILOG_FILES = /design/flow/design.v
export SDC_FILE = /design/flow/constraint.sdc
export NUM_CORES = 4
export LEC_CHECK = 1
export CORE_UTILIZATION = 30
==> constraint.sdc <==
current_design uart_top

set clk_period 3.2
set clk_io_pct 0.2

create_clock -name clk0 -period $clk_period [get_ports {clk}]

set non_clock_inputs [all_inputs -no_clocks]
set_input_delay [expr $clk_period * $clk_io_pct] -clock clk0 $non_clock_inputs
set_output_delay [expr $clk_period * $clk_io_pct] -clock clk0 [all_outputs]
==> impl_metrics.prom <==
# HELP chip_impl_metric Implementation results
# TYPE chip_impl_metric gauge
chip_impl_info{name="run_status",value="finished clean"} 1
chip_impl_info{name="worst-setup-path-type",value="reg2out"} 1
chip_impl_metric{name="worst_hold_path.num_cells",unit=""} 1
chip_impl_metric{name="rows",unit=""} 27
chip_impl_metric{name="critPathMaxFanout",unit=""} 3
chip_impl_metric{name="p_sw",unit="mW"} 0.216
chip_impl_metric{name="final.setup.tns",unit="ns"} 0
chip_impl_metric{name="report.final.setup_viol",unit=""} 0
chip_impl_metric{name="place_area",unit="mm²"} 0.00202
chip_impl_metric{name="p_seq_share",unit="%"} 59.3
chip_impl_metric{name="htree_depth",unit=""} 2
chip_impl_info{name="layout.cells.most_common_list",value="50 x sky130_fd_sc_hd__dfxtp_1, 25 x sky130_fd_sc_hd__conb_1, 22 x sky130_fd_sc_hd__nor2_1, 11 x sky130_fd_sc_hd__nand2_1"} 1
chip_impl_info{name="ys_top_cells_by_area",value="sky130_fd_sc_hd__dfxtp_1 55%, sky130_fd_sc_hd__nor2_1 4.5%, sky130_fd_sc_hd__nor4_2 2.8%, sky130_fd_sc_hd__nor4_4 2.3%, sky130_fd_sc_hd__nand2_1 2.3%"} 1
chip_impl_metric{name="first_iter_violations",unit=""} 81
chip_impl_metric{name="openroad.warnings",unit=""} 25
chip_impl_metric{name="io_buffer_count",unit=""} 5
chip_impl_metric{name="worst_slew_pin_slew",unit="ns"} 0.611
chip_impl_metric{name="worst_skew_pair.late_latency",unit="ns"} 0.30
chip_impl_metric{name="worst_ep_arrival_time",unit="ns"} 1.84
chip_impl_metric{name="chipArea",unit="mm²"} 0.00638
chip_impl_metric{name="post_cts.resized_instances",unit=""} 0
chip_impl_metric{name="min_period_over_period",unit="%"} 77.5
chip_impl_metric{name="leakage",unit="nW"} 0.772
chip_impl_metric{name="io_pins",unit=""} 7
chip_impl_metric{name="die_width",unit="µm"} 79.9
chip_impl_metric{name="synth-compound-area-share",unit="%"} 8.67
chip_impl_metric{name="via_count_of_the_first_global_routing_pass",unit=""} 1177
chip_impl_info{name="critical_r2r_capture",value="rx_unit.bit_count_ff.q[3]$_SDFFE_PP0P_"} 1
chip_impl_metric{name="grt_use_total",unit="%"} 9.58
chip_impl_metric{name="ys_sh_simple",unit="%"} 25.4
chip_impl_info{name="holdCritPathClass",value="reg2reg"} 1
chip_impl_metric{name="powerDensity",unit="mW/mm²"} 512
chip_impl_metric{name="synth.mux.area_fraction",unit="%"} 2.82
chip_impl_info{name="worst_hold_path.endpoint",value="baud_generator.count.q[0]$_SDFF_PP0_"} 1
chip_impl_metric{name="power_report.internal_total",unit="mW"} 0.874
chip_impl_info{name="setup_repair_after_global_routing_missed_its_margin",value="no"} 1
chip_impl_metric{name="routedWlPerCell",unit="µm"} 9.70
chip_impl_metric{name="fin_util",unit="%"} 37.5
chip_impl_metric{name="gr-total-overflow",unit=""} 0
chip_impl_info{name="hold_start",value="baud_generator.count.q[0]$_SDFF_PP0_"} 1
chip_impl_metric{name="dpl.hpwl",unit="mm"} 1.87
chip_impl_metric{name="numSynthFlops",unit=""} 50
chip_impl_metric{name="vdd_drop_max",unit="V"} 0.000246
chip_impl_metric{name="enable_flop_cells",unit=""} 0
chip_impl_info{name="synthDominantAreaCellType",value="sky130_fd_sc_hd__dfxtp_1"} 1
chip_impl_metric{name="dpl.cell_count",unit=""} 272
chip_impl_metric{name="share_comb_of_total_power",unit="%"} 1.4
chip_impl_metric{name="max_cap_violations",unit=""} 0
chip_impl_metric{name="insertedDiodeCount",unit=""} 0
chip_impl_metric{name="final.fill_count",unit=""} 573
chip_impl_info{name="r2r-start",value="baud_generator.count.q[0]$_SDFF_PP0_"} 1
chip_impl_metric{name="route.detailed.vias_per_inst",unit=""} 4.47
chip_impl_metric{name="synthXorXnorAreaFrac",unit="%"} 2.89
chip_impl_metric{name="p_total",unit="mW"} 1.09
chip_impl_metric{name="yosys_reported_design_area_after_synthesis",unit="mm²"} 0.00182
chip_impl_info{name="top_logic_kind",value="simple AND/OR/NAND/NOR gates"} 1
chip_impl_metric{name="globalplace.congestion",unit=""} 0.847
chip_impl_info{name="worst_setup_path_startpoint",value="rx_unit.dout_ff.q[6]$_SDFFE_PP0N_"} 1
chip_impl_metric{name="power.share.clock",unit="%"} 39.3
chip_impl_metric{name="ff2ff_setup_slack",unit="ns"} 1.08
chip_impl_metric{name="ctsLongestPathBuffers",unit=""} 2
chip_impl_metric{name="period_needed",unit="ns"} 2.48
chip_impl_metric{name="relSlewSlack",unit="%"} 58.9
chip_impl_info{name="tritoncts",value="yes"} 1
chip_impl_metric{name="ys_seq_share",unit="%"} 55.0
chip_impl_metric{name="post_synth_fa_ha_maj_area_fraction",unit="%"} 2.06
chip_impl_metric{name="fp.coreArea",unit="mm²"} 0.00568
chip_impl_metric{name="cts_inserted_buffers",unit=""} 5
chip_impl_metric{name="clock_pin_slew_on_the_worst_setup_and_hold_paths",unit="ns"} 0.09
chip_impl_metric{name="synth.lib_cells_used.distinct",unit=""} 43
chip_impl_info{name="endpoint_kind",value="primary output"} 1
chip_impl_metric{name="synth-warning-count",unit=""} 6
chip_impl_metric{name="clock_sink_count",unit=""} 50
chip_impl_metric{name="area_delta_synth_final",unit="%"} 17.0
chip_impl_metric{name="r2r_worst_path_depth",unit=""} 5
chip_impl_metric{name="detailed_routing_iterations_pass_1",unit=""} 5
chip_impl_metric{name="crit_required",unit="ns"} 2.56
chip_impl_metric{name="grt_pass1_wl",unit="mm"} 4.88
chip_impl_metric{name="logic_area",unit="µm²"} 856
chip_impl_metric{name="max_area_cell_share",unit="%"} 55.0
chip_impl_metric{name="async_flop_share",unit="%"} 0
chip_impl_metric{name="dpl_worst_slack",unit="ns"} 1.07
chip_impl_metric{name="power_switching_share",unit="%"} 19.8
chip_impl_info{name="mostFrequentLayoutCell",value="sky130_fd_sc_hd__dfxtp_1"} 1
chip_impl_metric{name="cts.hold.buffers_added",unit=""} 0
chip_impl_metric{name="grt_start_max_net_pins",unit=""} 16
chip_impl_metric{name="postLayoutCellArea",unit="mm²"} 0.00213
chip_impl_metric{name="dr_total_vias",unit=""} 1251
chip_impl_metric{name="finalClockSkew",unit="ns"} 0.00885
chip_impl_metric{name="yosysCellCount",unit=""} 177
chip_impl_metric{name="cts.repair_timing.setup_buffer_count",unit=""} 0
chip_impl_metric{name="post_synth.cell_area_avg",unit="µm²"} 10.3
chip_impl_metric{name="report.final.slew_viol_count",unit=""} 0
chip_impl_metric{name="post_synth_instance_area",unit="mm²"} 0.00182
chip_impl_metric{name="hold_ws",unit="ns"} 0.451
chip_impl_metric{name="drcViolationCount",unit=""} 0
chip_impl_metric{name="drive_gt1_share",unit="%"} 7.69
chip_impl_metric{name="netlist_instances",unit=""} 177
chip_impl_info{name="start_kind",value="flip-flop"} 1
chip_impl_metric{name="achievable-frequency",unit="MHz"} 403
chip_impl_metric{name="grt_antenna_before_repair",unit=""} 0
chip_impl_info{name="postSynth.topFlopCell",value="sky130_fd_sc_hd__dfxtp_1"} 1
chip_impl_metric{name="initial_core_util",unit="%"} 32.1
chip_impl_metric{name="stdcell_count",unit=""} 280
chip_impl_metric{name="post-route-worst-setup-slack",unit="ns"} 0.722
chip_impl_metric{name="timing_hold_violations_final",unit=""} 0
chip_impl_metric{name="route.antenna.remaining_nets",unit=""} 0
chip_impl_metric{name="route.final.wire_length",unit="mm"} 2.72
chip_impl_info{name="cts-root-buf",value="sky130_fd_sc_hd__clkbuf_8"} 1
chip_impl_metric{name="register_area",unit="mm²"} 0.00100
chip_impl_metric{name="die_h",unit="µm"} 79.9
power by group through the flow:
stage	clock [mW]	combinational, mW	sequential [mW]
after global routing	0.466	0.0186	0.648
after CTS	0.445	0.0160	0.647
final	0.428	0.0155	0.646
cells by family after synthesis:
logic type	after synthesis
multiplexers	5
adder cells (fa/ha/maj)	3
other	1
XOR/XNOR	6
AND-OR/OR-AND	24
buffers and inverters	12
AND/OR/NAND/NOR	76
flip-flops	50
worst max-delay path by stage:
stage | end | slack (ns) | cells after the start
final | led_r | 0.72 | 4
after global routing | led_r | 0.50 | 4
after CTS | led_r | 0.72 | 4
cell type report:
cell class                      instances  area share, %
Clock buffer                            5           3.23
Clock inverter                          3           1.88
Inverter                                6           1.06
Multi-Input combinational cell        139           40.2
Sequential cell                        50           47.0
Tap cell                               72           4.23
Timing Repair Buffer                    5           2.35
state kept, by name, indices dropped and copies added (netlist names):
register / cells
rx_unit.tick_count_ff.q: 4
rx_unit.bit_count_ff.q: 4
rx_unit.state_ff.q: 2
rx_unit.dout_ff.q: 8
baud_generator.count.q: 32
cell usage after synthesis, types with 3 or more instances:
library cell	count
sky130_fd_sc_hd__inv_1	6
sky130_fd_sc_hd__dfxtp_1	50
sky130_fd_sc_hd__nor4_2	4
sky130_fd_sc_hd__mux2i_1	4
sky130_fd_sc_hd__nand4_1	4
sky130_fd_sc_hd__or4_1	3
sky130_fd_sc_hd__xnor2_1	3
sky130_fd_sc_hd__nand3_1	8
sky130_fd_sc_hd__buf_2	3
sky130_fd_sc_hd__a21oi_1	8
sky130_fd_sc_hd__o21ai_0	3
sky130_fd_sc_hd__nand2_1	11
sky130_fd_sc_hd__a31oi_1	4
sky130_fd_sc_hd__nor2_1	22
sky130_fd_sc_hd__ha_1	3
sky130_fd_sc_hd__nor3_1	5
sky130_fd_sc_hd__xor2_1	3
worst max-delay path, stage by stage, from the launching register on:
cell and delay [ns]:
sky130_fd_sc_hd__dfxtp_1 0.33, sky130_fd_sc_hd__nor4bb_1 0.26, sky130_fd_sc_hd__nand2_1 0.13, sky130_fd_sc_hd__nor4b_1 0.31
sky130_fd_sc_hd__clkdlybuf4s50_1 0.51
layer usage:
metal	part of all wire (%)	global-route usage (%)	vias up	routed length (µm)
met5	0	0	-	0
met4	2.6	2.14	0	70
met3	2.9	1.39	7	80
met2	42	15.6	23	1150
met1	52	13.7	552	1420
li1	-	-	669	-
Power figures rest on the tool's default switching activity, not on a simulated workload.
